File: ./config.mk
export PLATFORM = sky130hd
export DESIGN_NAME = sort
export DESIGN_NICKNAME = sort
export VERILOG_FILES = /design/flow/design.v
export SDC_FILE = /design/flow/constraint.sdc
export NUM_CORES = 4
export LEC_CHECK = 1
export CORE_UTILIZATION = 40
File: ./constraint.sdc
current_design sort

set clk_period 8.3
set clk_io_pct 0.2

create_clock -name clk0 -period $clk_period

set non_clock_inputs [all_inputs -no_clocks]
set_input_delay [expr $clk_period * $clk_io_pct] -clock clk0 $non_clock_inputs
set_output_delay [expr $clk_period * $clk_io_pct] -clock clk0 [all_outputs]
File: ./design.v
module sort (
    in_Aid_all, in_CNT_all,
    out_Aid_all,  out_CNT_all
);
input [47:0]  in_Aid_all;
input [47:0]  in_CNT_all;
output reg [47:0] out_Aid_all;
output reg [47:0] out_CNT_all;
reg [7:0] in_Aid  [5:0];
reg [7:0] in_CNT  [5:0];
reg [7:0] out_Aid [5:0];
reg [7:0] out_CNT [5:0];
always @(*) begin
    {in_Aid[5], in_Aid[4], in_Aid[3], in_Aid[2], in_Aid[1], in_Aid[0]} = in_Aid_all;
    {in_CNT[5], in_CNT[4], in_CNT[3], in_CNT[2], in_CNT[1], in_CNT[0]} = in_CNT_all;
end
wire f0_1 = (in_CNT[0] > in_CNT[1]) ? 1'd1 : 1'd0;
wire f0_2 = (in_CNT[0] > in_CNT[2]) ? 1'd1 : 1'd0;
wire f0_3 = (in_CNT[0] > in_CNT[3]) ? 1'd1 : 1'd0;
wire f0_4 = (in_CNT[0] > in_CNT[4]) ? 1'd1 : 1'd0;
wire f0_5 = (in_CNT[0] > in_CNT[5]) ? 1'd1 : 1'd0;
wire [2:0] addr_0 = f0_1 + f0_2 + f0_3 + f0_4 + f0_5;
wire f1_0 = ~f0_1;
wire f1_2 = (in_CNT[1] > in_CNT[2]) ? 1'd1 : 1'd0;
wire f1_3 = (in_CNT[1] > in_CNT[3]) ? 1'd1 : 1'd0;
wire f1_4 = (in_CNT[1] > in_CNT[4]) ? 1'd1 : 1'd0;
wire f1_5 = (in_CNT[1] > in_CNT[5]) ? 1'd1 : 1'd0;
wire [2:0] addr_1 = f1_0 + f1_2 + f1_3 + f1_4 + f1_5;
wire f2_0 = ~f0_2;
wire f2_1 = ~f1_2;
wire f2_3 = (in_CNT[2] > in_CNT[3]) ? 1'd1 : 1'd0;
wire f2_4 = (in_CNT[2] > in_CNT[4]) ? 1'd1 : 1'd0;
wire f2_5 = (in_CNT[2] > in_CNT[5]) ? 1'd1 : 1'd0;
wire [2:0] addr_2 = f2_0 + f2_1 + f2_3 + f2_4 + f2_5;
wire f3_0 = ~f0_3;
wire f3_1 = ~f1_3;
wire f3_2 = ~f2_3;
wire f3_4 = (in_CNT[3] > in_CNT[4]) ? 1'd1 : 1'd0;
wire f3_5 = (in_CNT[3] > in_CNT[5]) ? 1'd1 : 1'd0;
wire [2:0] addr_3 = f3_0 + f3_1 + f3_2 + f3_4 + f3_5;
wire f4_0 = ~f0_4;
wire f4_1 = ~f1_4;
wire f4_2 = ~f2_4;
wire f4_3 = ~f3_4;
wire f4_5 = (in_CNT[4] > in_CNT[5]) ? 1'd1 : 1'd0;
wire [2:0] addr_4 = f4_0 + f4_1 + f4_2 + f4_3 + f4_5;
wire f5_0 = ~f0_5;
wire f5_1 = ~f1_5;
wire f5_2 = ~f2_5;
wire f5_3 = ~f3_5;
wire f5_4 = ~f4_5;
wire [2:0] addr_5 = f5_0 + f5_1 + f5_2 + f5_3 + f5_4;
always @(*) begin
    out_Aid[0] = 0;
    out_Aid[1] = 0;
    out_Aid[2] = 0;
    out_Aid[3] = 0;
    out_Aid[4] = 0;
    out_Aid[5] = 0;
    out_Aid[addr_0] = in_Aid[0];
    out_Aid[addr_1] = in_Aid[1];
    out_Aid[addr_2] = in_Aid[2];
    out_Aid[addr_3] = in_Aid[3];
    out_Aid[addr_4] = in_Aid[4];
    out_Aid[addr_5] = in_Aid[5];
end
always @(*) begin
    out_CNT[0] = 0;
    out_CNT[1] = 0;
    out_CNT[2] = 0;
    out_CNT[3] = 0;
    out_CNT[4] = 0;
    out_CNT[5] = 0;
    out_CNT[addr_0] = in_CNT[0];
    out_CNT[addr_1] = in_CNT[1];
    out_CNT[addr_2] = in_CNT[2];
    out_CNT[addr_3] = in_CNT[3];
    out_CNT[addr_4] = in_CNT[4];
    out_CNT[addr_5] = in_CNT[5];
end
always @(*) begin
    out_Aid_all = {out_Aid[5], out_Aid[4], out_Aid[3], out_Aid[2], out_Aid[1], out_Aid[0]};
    out_CNT_all = {out_CNT[5], out_CNT[4], out_CNT[3], out_CNT[2], out_CNT[1], out_CNT[0]};
end
endmodule
File: ./run.sh
#!/bin/bash
# OpenROAD 26Q1-2900-gdf79404cd8, Yosys 0.63+post, stock flow scripts
make -C /OpenROAD-flow-scripts/flow DESIGN_CONFIG=/design/flow/config.mk WORK_HOME=/design/flow/orfs finish
==> flow_summary.json <==
{
  "status": "completed",
  "worstSetupEndpointType": "output port",
  "routabilityCongestion": 1.02,
  "seq_cells": 0,
  "grt-ovfl-total": 0,
  "leakagePower_nw": 4.60,
  "core_sq_um": 20400,
  "crit_chain": "clkdlybuf4s50_1 > inv_1 > ha_1 > nand4_1 > o21bai_1 > a22o_1 > fa_1 > inv_1 > fa_2 > ha_4 > buf_4 > nor2b_1 > nand3b_1 > a31o_2 > a21oi_1 > clkdlybuf4s50_1",
  "p_switching_mw": 2.30,
  "setup_tns_ps": 0,
  "drc": 0,
  "grt_use_total_pct": 42.1,
  "startpoint_type": "input pin",
  "port_buffers": 192,
  "warning_count": 33,
  "yosys_warnings": 5,
  "finalHoldViolCount": 0,
  "die-width_um": 147,
  "tightest_slew_ps": 464,
  "die_y_um": 147,
  "wl_mm": 45.9,
  "regArea_sq_um": 0,
  "timing.slew.headroom_pct": 68.9,
  "p_seq_share_pct": 0,
  "final_max_slew_viol_count": 0,
  "p_int_mw": 2.14,
  "setup_viol": 0,
  "final_cells": 1718,
  "initial_utilization_pct": 41.2,
  "p_comb_share_pct": 100.0,
  "wire_per_inst_um": 26.7,
  "cp_max_fo": 26,
  "grt_use_met2_pct": 57.3,
  "yosysSeqAreaShare_pct": 0,
  "period_used_pct": 98.0,
  "nFillCells": 1952,
  "crit_family": "adder cells",
  "synthCells": 1230,
  "ant_nets": 0,
  "drtPass1Iterations": 6,
  "grt_pass1_vias": 10500,
  "slowest_stage": "fa_1",
  "area_leaders": "ha_1, a21oi_1, o22ai_1",
  "grt-busiest-layer": "met1",
  "cpPeakStageDelay_ps": 540,
  "drive_above_1_share_pct": 12.6,
  "yosys.area.top_type_share_pct": 18.9,
  "place_hpwl_mm": 35.4,
  "grt_use_met1_pct": 62.6,
  "antenna_found_initial": 2,
  "critPathRequiredTime_ps": 6640,
  "post-route-min-period_ps": 8130,
  "grt_max_degree": 33,
  "peakVddDrop_mv": 0.281,
  "critPathArrivalTime_ps": 6470,
  "fmax_mhz": 123,
  "path_buffers": 5,
  "clock_buffers": 0,
  "avgSynthCellArea_sq_um": 6.82,
  "ys_chip_area_sq_um": 8390,
  "vias": 11500,
  "insertedDiodeCount": 0,
  "hold_buffers": 0,
  "core.rowCount": 52,
  "first_iter_violations": 1469,
  "power_density_nw_per_um2": 393,
  "cap_violations": 0,
  "fin_util_pct": 55.6,
  "top_area_cell": "ha_1",
  "num_io_pins": 192,
  "pwr-share-clk_pct": 0,
  "placed_cells": 1718,
  "holdCritPathClass": "in -> out",
  "met3_usage_pct": 18.6,
  "critPathKind": "in -> out",
  "ys_cells": 1230,
  "final-comb-area_sq_um": 7680,
  "areaGrowthSynthToFinish_pct": 35.0,
  "rsz0062_at_grt": "no",
  "avgViaCountPerCell": 6.71,
  "dieArea_sq_um": 21500,
  "hold_ws_ps": 4440,
  "ys_types": 61,
  "switching_share_pct": 51.8,
  "netlist_area_sq_um": 8390,
  "grt_pass1_wl_mm": 67.0
}
## cell usage in the layout (no fill, tap or decap), drive strengths merged, types with 25 or more instances in the layout
cell type      count
o21ai             62
a31o              25
clkdlybuf4s50    190
a31oi             39
inv               62
o22ai            101
nor2              79
buf              139
ha               127
nand4             41
a21oi            224
a21o              27
a211o             48
nand3             45
nand2             30
## through the flow
| stage | total power, mW | setup WS, ps | instance area (sq um) |
|---|---|---|---|
| global placement | 4.23 | 161 | 11200 |
| global route | 4.67 | 16.1 | 11300 |
| CTS | 4.25 | 117 | 11200 |
| finish | 4.45 | 170 | 11300 |
| detailed placement | 4.21 | 136 | 11200 |
| floorplan | 1.99 | 1760 | 8390 |
## synth_stat cells (4+ instances only)
cell       number
a211o_1        48
a211oi_1        5
a21o_1         27
a21oi_1       224
a2bb2oi_1       7
a31o_1         15
a31o_2         10
a31oi_1        39
a41oi_1         6
and3_1          4
and3b_1         5
and4b_1         9
buf_2          47
buf_4          10
buf_6           6
clkbuf_1       49
fa_1           12
ha_1          127
inv_1          61
mux2i_1         9
nand2_1        29
nand3_1        43
nand3b_1       22
nand4_1        41
nand4b_1       23
nor2_1         76
nor2b_1         4
nor4b_1        16
nor4bb_1       15
o211ai_1       14
o21a_1          8
o21ai_0        59
o21bai_1        6
o22ai_1       101
or3b_1          9
## worst min-delay path, stage by stage
cell             delay (ps)
clkdlybuf4s50_1         510
o22ai_1                 150
a21oi_1                  60
clkdlybuf4s50_1         400
## final cells by class
class	instances	area share (%)
multi-input cells	1055	67.8
well taps	270	2.98
repair buffers	331	27.1
inverters	62	2.06
## logic make-up after synthesis
kind of cell	Yosys count	synth area share [%]
compound gates	583	43.2
simple gates	323	24.3
buf+inv	175	9.52
fa+ha+maj	139	21.8
mux	10	1.21
## power groups by stage
stage / logic [mW] / registers (mW) / clock network (mW)
finish: 4.45 / 0 / 0
global route: 4.67 / 0 / 0
CTS: 4.25 / 0 / 0
## repair_timing
| action | CTS | global route |
|---|---|---|
| setup endpoints to repair | 0 | 56 |
| gates resized | 0 | 17 |
| buffers inserted | 0 | 0 |
## path summary, 6_finish.rpt
path,from,end,slack (ps),depth (start not counted)
worst max-delay path,in_CNT_all[37],out_Aid_all[23],170,16
worst min-delay path,in_Aid_all[34],out_Aid_all[10],4440,4
## routing by layer
| layer | part of all wire [%] | wire length [um] |
|---|---|---|
| met5 | 0.024 | 11 |
| met4 | 1.5 | 701 |
| met3 | 17 | 7850 |
| met2 | 38 | 17500 |
| met1 | 43 | 19900 |
Power is estimated from default activity; no workload was simulated.
