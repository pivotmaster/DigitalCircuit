==> flow/design.v <==
module HA(
		a, 
		b, 
		sum, 
		c_out
);
  input wire a, b;
  output wire sum, c_out;
  xor (sum, a, b);
  and (c_out, a, b);
endmodule
module FA(
		a, 
		b, 
		c_in, 
		sum, 
		c_out
);
  input   a, b, c_in;
  output  sum, c_out;
  wire c1, s1, c2;
  HA ha1(.a(a), .b(b), .sum(s1), .c_out(c1));
  HA ha2(.a(s1), .b(c_in), .sum(sum), .c_out(c2));
  or or1(c_out, c1, c2);
endmodule
module CORE (
    in_n0,
    in_n1,
    opt,
    out_n
);
input [3:0] in_n0, in_n1;
input opt;
output [3:0] out_n;
  wire c_out_1, c_out_2, c_out_3, c_out_4;
  wire b1, b2, b3, b4;
  wire temp;
  xor (b1, opt, in_n1[0]);
  xor (b2, opt, in_n1[1]);
  xor (b3, opt, in_n1[2]);
  xor (temp, in_n1[3], in_n1[3]);
  xor (b4, opt, temp);
  FA fa1(.a(in_n0[0]), .b(b1), .c_in(opt), .sum(out_n[0]), .c_out(c_out_1));
  FA fa2(.a(in_n0[1]), .b(b2), .c_in(c_out_1), .sum(out_n[1]), .c_out(c_out_2));
  FA fa3(.a(in_n0[2]), .b(b3), .c_in(c_out_2), .sum(out_n[2]), .c_out(c_out_3));
  FA fa4(.a(in_n0[3]), .b(b4), .c_in(c_out_3), .sum(out_n[3]), .c_out(c_out_4));
endmodule 
==> flow/run.sh <==
#!/bin/bash
# OpenROAD 26Q1-2900-gdf79404cd8, Yosys 0.63+post, stock flow scripts
make -C /OpenROAD-flow-scripts/flow DESIGN_CONFIG=/design/flow/config.mk WORK_HOME=/design/flow/orfs finish
==> flow/config.mk <==
export PLATFORM = sky130hd
export DESIGN_NAME = CORE
export DESIGN_NICKNAME = CORE
export VERILOG_FILES = /design/flow/design.v
export SDC_FILE = /design/flow/constraint.sdc
export NUM_CORES = 4
export LEC_CHECK = 1
export CORE_AREA = 10 10 70 70
export DIE_AREA = 0 0 80 80
==> flow/constraint.sdc <==
current_design CORE

set clk_period 3.0
set clk_io_pct 0.2

create_clock -name clk0 -period $clk_period

set non_clock_inputs [all_inputs -no_clocks]
set_input_delay [expr $clk_period * $clk_io_pct] -clock clk0 $non_clock_inputs
set_output_delay [expr $clk_period * $clk_io_pct] -clock clk0 [all_outputs]
==> changes_impl.md <==
### Physical design

* Routed wire per std cell at 6.32 um
* Hold buffer count at CTS at 0
* Outcome: finished clean
* Hold depth at 4
* Leak pwr at 0.139 nW
* Final hold slack at 1.99 ns
* Worst Path Max Fanout at 1
* Core area at 0.00342 mm^2
* # setup viols final at 0
* Syn avg cell area at 9.59 um^2
* Crit. End Element: output pin
* Synthesis Warnings at 0
* Power density over cell area at 164 mW/mm^2
* Worst relative slew slack at 84.9%
* Placer congestion estimate at 0.675
* Initial antenna violation count at 1
* IO Pins at 13
* Cells after Synth at 15
* Comb area leader: XOR/XNOR gates
* Sequential cell area at 0 um^2
* Core Util, Final at 9.41%
* CP arrival at 2.28 ns
* Vias in the first global route at 136
* Final hold viol count at 0
* Overall routing resource usage at 1.41%
* Fp_density at 4.21%
* DR iter-0 viols at 3
* Pre-CTS WS at -0.465 ns
* WHS Endpoint: out_n[0]
* Fin crit share at 96.0%
* Dominant cell area share at 27.8%
* Comb. cell area at 111 um^2
* Ys cells at 15
* CP max stage delay at 0.57 ns
* Critical path class: input pin to output pin
* Die Y-Extent at 80 um
* Routed Wire Length at 461 um
* Max-Cap Viols at 0
* Die area at 0.00640 mm^2
* Crit path cell chain: clkdlybuf4s50_1, inv_1, fa_2, fa_2, inv_1, dlygate4sd2_1
* Xor+xnor area frac at 33.9%
* Drt pass-1 iters at 2
* First-pass GRT wire length at 683 um
* Top cells by area: fa_1 28%, buf_4 21%, xnor3_1 16%
* Post-synth design cell area at 144 um^2
* Largest net degree at the start of global routing at 4
* Slew Viols, Final at 0
* # rows at 21
* DPL Wire Length at 458 um
* Gr ovfl total at 0
* Setup WS post-layout at 0.121 ns
* Adder Area Share at 27.8%
* Synth Area in Simple Gates at 0%
* Remaining antenna violation count at 0
* Placed Cells incl. Taps at 72
* DR vias/cell at 1.73
* Distinct lib cells used at 7
* TNS Setup at 0 ns
* Crit-path slowest cell: fa_2
* Min-delay src: in_n0[0]
* Post-route DRC at 0
* Fmax at 347 MHz
* Vias post-DR at 126
* Yosys chip area at 144 um^2
* Unrepaired setup endpoints after global routing: no
* CP required at 2.40 ns
* Worst Tran Pin Value at 0.220 ns
* Worst Hold Class: input pin to output pin
* Max VDD drop at 0.0444 mV
* Flops at 0
* Chip width at 80 um
* Syn-to-layout area delta at 123%
* Mux cell area share after synthesis at 6.96%
* Final cell count without fillers at 73
* Post-synthesis sequential area ratio at 0%
* Clkbuf count at 0
* IO buf count at 12
* Synth area leader: fa_1
* Post-synthesis compound-gate area fraction at 0%
* Number of fill cells at 417
* Layout cells sized above 1 at 23.1%
* Synth cell count leaders: 4 x buf_4, 4 x inv_1, 2 x fa_1, 2 x xnor2_1
* Tool warning count at 33
* Final min period at 2.88 ns
* Nature of the critical path startpoint: input pin
-- worst max-delay path: cells and delay by family --
kind,cells,cell delay [ns]
adder cells (fa/ha/maj),2,0.91
buffers and inverters,4,0.77
-- repair_timing --
item / 4_1_cts / 5_1_grt
buffers inserted: 0 / 0
resized: 9 / 0
endpoints found under the setup margin: 2 / 0
-- placed cells by master, fill, tap and decap left out --
master | synthesis | final
dlygate4sd2_1 | 0 | 6
clkdlybuf4s50_1 | 0 | 6
inv_1 | 4 | 4
buf_4 | 4 | 3
fa_2 | 0 | 2
diode_2 | 0 | 1
xnor3_1 | 1 | 1
xnor2_2 | 0 | 1
mux2i_1 | 1 | 1
xor2_1 | 1 | 1
xnor2_1 | 2 | 1
-- final cells by class --
cell class | instances | area share [%]
timing repair buffer | 15 | 42.0
multi-input combinational | 7 | 34.6
tap | 46 | 17.9
inverter | 4 | 4.67
antenna | 1 | 0.778
-- cell families (layout without fill, tap and decap cells) --
family	Yosys count	after routing
buffers and inverters	8	19
XOR/XNOR	4	4
adder cells (fa/ha/maj)	2	2
multiplexers	1	1
other	0	1
-- metal layers --
metal	vias to the layer above	track usage (%)	wire length (um)
met5	-	0	0
met4	0	0	0
met3	0	1.36	109
met2	9	1.69	150
met1	54	1.87	201
li1	63	-	-
-- stage by stage --
step	power, W	instance area [um^2]
CTS	0.0000540	319
global route	0.0000603	322
detailed placement	0.0000589	314
finish	0.0000527	322
floorplan	0.0000319	144
global placement	0.0000579	314
-- power by group --
| group | leakage (nW) | internal, W | switching, W |
|---|---|---|---|
| clock network | 0.00000634 | 0.0000000000445 | 0 |
| registers | 0 | 0 | 0 |
| logic | 0.139 | 0.0000362 | 0.0000165 |
-- worst max-delay path by stage --
stage	from	to	depth (start not counted)
CTS	in_n0[1]	out_n[2]	6
global route	opt	out_n[3]	6
finish	in_n0[1]	out_n[2]	6
Power figures rest on the tool's default switching activity, not on a simulated workload.
