==> design/flow/design.v <==
`timescale 1ns/10ps
module huffman( 
    clk, 
    reset, 
    gray_valid, 
    gray_data, 
    CNT_valid, 
    CNT,
    code_valid, 
    HC, 
    M, 
    in_Aid_all, 
    in_CNT_all, 
    out_Aid_all, 
    out_CNT_all
);
input               clk;
input               reset;
input               gray_valid;
input       [7:0]   gray_data;
output reg          CNT_valid;
output reg  [47:0]  CNT;
output reg          code_valid;
output reg  [47:0]  HC;
output reg  [47:0]  M;
output reg [47:0]   in_Aid_all;
output reg [47:0]   in_CNT_all;
input      [47:0]   out_Aid_all;
input      [47:0]   out_CNT_all;
reg [7:0] in_Aid [5:0];
reg [7:0] in_CNT [5:0];
reg [7:0] out_Aid [5:0];
reg [7:0] out_CNT [5:0];
always @(*) begin
    in_Aid_all = {in_Aid[5], in_Aid[4], in_Aid[3], in_Aid[2], in_Aid[1], in_Aid[0]};
    in_CNT_all = {in_CNT[5], in_CNT[4], in_CNT[3], in_CNT[2], in_CNT[1], in_CNT[0]};
end
always @(*) begin
    {out_Aid[5], out_Aid[4], out_Aid[3], out_Aid[2], out_Aid[1], out_Aid[0]} = out_Aid_all;
    {out_CNT[5], out_CNT[4], out_CNT[3], out_CNT[2], out_CNT[1], out_CNT[0]} = out_CNT_all;
end
integer  i, j, a5, a4, a3, a2, a1, a0;
reg [1:0] state, next_state;
reg [7:0] buffer_gray_date;
localparam IDLE = 2'd0;
localparam READ = 2'd1;
localparam WORK = 2'd2;
localparam OUT  = 2'd3;
reg work_finished;
always @(posedge clk or posedge reset) begin
    if(reset)begin
        state <= IDLE;
    end
    else begin
        state <= next_state;
    end 
end
always @(*) begin
    case(state)
        IDLE:begin
            if(gray_valid == 1'd1) begin
                next_state <= READ;
            end
            else begin
                next_state <= IDLE;
            end
        end
        READ:begin
            if(gray_valid == 1'd1) begin
                next_state <= READ;
            end
            else begin
                next_state <= WORK;
            end
        end
        WORK:begin
            if(work_finished == 1'd1) begin
                next_state <= OUT;
            end
            else begin
                next_state <= WORK;
            end
        end
        OUT:begin
            next_state <= IDLE;
        end
        default : next_state <= IDLE;
    endcase
end
always @(posedge clk) begin
    if(state == IDLE || state == READ)
        buffer_gray_date <= gray_data;
    else begin
        buffer_gray_date <= buffer_gray_date;
    end
end
reg already_input;
always @(posedge clk) begin
    if(state == IDLE) begin
        a0 <= 0;
        a1 <= 0;
        a2 <= 0;
        a3 <= 0;
        a4 <= 0;
        a5 <= 0;
    end else if(state == READ) begin
        case(buffer_gray_date)
            8'd1:
                a0 <= a0 + 1;
            8'd2:
                a1 <= a1 + 1;
            8'd3:
                a2 <= a2 + 1;
            8'd4:
                a3 <= a3 + 1;
            8'd5:
                a4 <= a4 + 1;
            8'd6:
                a5 <= a5 + 1;
            default : a0 <= a0 + 1;
        endcase
    end else begin
        a0 <= a0;
        a1 <= a1;
        a2 <= a2;
        a3 <= a3;
        a4 <= a4;
        a5 <= a5;
    end
end
integer ID_num;
reg [7:0] ID [5:0];
reg [7:0] Code [5:0];
reg [7:0] Mask [5:0];
reg [7:0] Pointer [5:0];
always @(posedge reset or posedge clk) begin
    if(reset) begin
        CNT_valid <= 0;
        CNT <= 0;
    end else if(state == IDLE || state == READ) begin
        CNT_valid <= 0;
        CNT <= 0;
        already_input <= 1'd0;
        work_finished <= 1'd0;
        ID[0] <= 8'd6;
        ID[1] <= 8'd5;
        ID[2] <= 8'd4;
        ID[3] <= 8'd3;
        ID[4] <= 8'd2;
        ID[5] <= 8'd1;
        for(i=0;i<6;i=i+1) begin
            Code[i] <= 8'd0;
            Mask[i] <= 8'd0;
            Pointer[i] <= 8'd0;
        end
        ID_num <= 7;
    end
    else if (state == WORK) begin
        if (already_input == 1'd0) begin
            already_input <=1'd1;
            in_CNT[0] <= a5;
            in_CNT[1] <= a4;
            in_CNT[2] <= a3;
            in_CNT[3] <= a2;
            in_CNT[4] <= a1;
            in_CNT[5] <= a0;
            in_Aid[0] <= 8'd1;
            in_Aid[1] <= 8'd2;
            in_Aid[2] <= 8'd3;
            in_Aid[3] <= 8'd4;
            in_Aid[4] <= 8'd5;
            in_Aid[5] <= 8'd6;
        end else if(ID[0] == ID[1] && ID[1] == ID[2] && ID[2] == ID[3] && ID[3] == ID[4] && ID[4] == ID[5]) begin
            work_finished <= 1'd1;
        end else begin 
            for(i=0;i<6;i=i+1) begin
                if(ID[i] == out_Aid[1]) begin
                    Mask[i][Pointer[i]] <= 1'b1;
                    Code[i][Pointer[i]] <= 1'b0;
                    ID[i] <= ID_num;
                    Pointer[i] <= Pointer[i] + 1;
                end else if (ID[i] == out_Aid[0]) begin
                    Mask[i][Pointer[i]] <= 1'b1;
                    Code[i][Pointer[i]] <= 1'b1;
                    ID[i] <= ID_num;
                    Pointer[i] <= Pointer[i] + 1;
                end
            end
            CNT_valid <= 1'd1;
            CNT <= in_CNT_all;
            in_Aid[1] <= ID_num;
            in_Aid[0] <= 8'd127;
            in_CNT[1] <= out_CNT[0]+out_CNT[1];
            in_CNT[0] <= 8'd127;
            in_Aid[2] <= out_Aid[2];
            in_Aid[3] <= out_Aid[3];
            in_Aid[4] <= out_Aid[4];
            in_Aid[5] <= out_Aid[5];
            in_CNT[2] <= out_CNT[2];
            in_CNT[3] <= out_CNT[3];
            in_CNT[4] <= out_CNT[4];
            in_CNT[5] <= out_CNT[5];
            ID_num <= ID_num + 1;
        end
    end else begin
        ID_num <= ID_num;
    end
end
always @(posedge reset or posedge clk) begin
    if (reset) begin
        code_valid <= 1'd0;
    end else if (state == OUT) begin
        code_valid <= 1'd1;
        HC <= {Code[0], Code[1], Code[2], Code[3], Code[4], Code[5]};
        M <= {Mask[0], Mask[1], Mask[2], Mask[3], Mask[4], Mask[5]};
    end else begin
        code_valid <= 1'd0;
        HC <= 0;
        M <= 0;
    end
end
endmodule
==> design/flow/run.sh <==
#!/bin/bash
# OpenROAD 26Q1-2900-gdf79404cd8, Yosys 0.63+post, stock flow scripts
make -C /OpenROAD-flow-scripts/flow DESIGN_CONFIG=/design/flow/config.mk WORK_HOME=/design/flow/orfs finish
==> design/flow/config.mk <==
export PLATFORM = sky130hd
export DESIGN_NAME = huffman
export DESIGN_NICKNAME = huffman
export VERILOG_FILES = /design/flow/design.v
export SDC_FILE = /design/flow/constraint.sdc
export NUM_CORES = 4
export LEC_CHECK = 1
export CORE_UTILIZATION = 50
==> design/flow/constraint.sdc <==
current_design huffman

set clk_period 12.5
set clk_io_pct 0.2

create_clock -name clk0 -period $clk_period [get_ports {clk}]

set non_clock_inputs [all_inputs -no_clocks]
set_input_delay [expr $clk_period * $clk_io_pct] -clock clk0 $non_clock_inputs
set_output_delay [expr $clk_period * $clk_io_pct] -clock clk0 [all_outputs]
==> results.yml <==
# physical design summary
outcome:
  status: "finished, final reports clean"
floorplan:
  io-pin-count: 349
  die_x_um: 221.2
  die_area_um2: 48910
  rows: 79
  chipHeight_um: 221.2
  core_um2: 46950
  fp_util: 0.5115
timing:
  finalSetupTns_ps: 0
  fmax_mhz: 226.3
  hold_viol: 0
  finalMaxSlewViolations: 0
  finalSetupViolations: 0
  fin_crit_sh: 0.3534
  worst_slew_pin_slew_ps: 958.0
  slew_headroom: 0.3554
  min_period_ps: 4418
  fin_ws_ps: 8082
  clock_skew_ps: 22.06
  grt_setup_unrepaired: "no"
synth:
  synth-edff-count: 395
  ys_warn_count: 9
  ys_types: 67
  synth_area_per_cell_um2: 11.81
  syn_inst: 2033
  ys.flops: 497
  yosysSeqAreaShare: 0.5902
  netlist_area_um2: 24020
  ff_type: "edfxtp_1"
  synth-area-yosys_um2: 24020
  yosys-stat-cells: 2033
  async_flop_share: 0.1087
job:
  warning_count: 32
  maxCapViolations: 0
global_routing:
  grt_use_met1: 0.4182
  antenna_found_initial: 7
  grt_start_max_net_pins: 69
  grt-busiest-layer: "met1"
  use_met3: 0.08630
  grt_pass1_wl_um: 92170
  grt_util_met2: 0.3721
  grt_pass1_vias: 16347
  overflow: 0
  grt_use_total: 0.2568
detailed_routing:
  antenna_left: 0
  firstDrtPassIters: 5
  via_per_inst: 5.615
  vias: 16664
  drc_errors: 0
  wl_per_cell_um: 19.64
  drt_iter0_drc: 1072
  drt-total-wl_um: 58290
power_and_ir_drop:
  power_leakage_nw: 10.60
  design_power_total_w: 0.004667
  vdd_ir_drop_max_uv: 104.8
  power-per-cell-area_nw_per_um2: 157.8
placed_design:
  dp_slack_ps: 7462
  dp_cells: 2870
  dp_hpwl_um: 39210
  gp_congestion: 0.9681
  io_buffers: 346
critical_path:
  crit_required_ps: 12740
  cp-end-kind: "flip-flop"
  path_max_fanout: 32
  cp-start-kind: "input port"
  r2r_cells: 8
  arrival_ps: 4660
  path_class: "in2reg"
clock_tree:
  cts_root_buf: "clkbuf_16"
  ctsHoldBuffers: 0
  htreeDepth: 2
  clock_latency_ps: 600
  clkSlewWorstSetupHoldPaths_ps: 60
  cts_tree: "done"
  post_cts_buffers: 0
  clockBufferDepth: 3
  clock_sinks: 497
  cts_buffers: 52
  cts-resized-gates: 0
final_layout:
  layout_top_cell: "edfxtp_1"
  finish.cell_count_without_fillers: 2968
  final_cell_mix: "edfxtp_1, clkdlybuf4s50_1, nor2_1"
  areaGrowthSynthToFinish_pct: 23.16
  final_util: 0.6300
  drive_above_1_share: 0.07676
worst_hold_path:
  min_path_type: "reg2reg"
  worstHoldPathCells: 1
-- worst max-delay path, cell delays in order --
cell and delay (ps):
clkdlybuf4s50_1 620, xor2_1 250, nor4_1 280, nand2_1 210, a21boi_0 190, o21ai_2 140
buf_4 420
-- Yosys cell counts, types with 27 or more instances --
cell      instances  share of area
xor2_1          163          0.059
dfrtp_1          53          0.055
nand2_1         140          0.022
xnor2_1          37          0.013
a21oi_1          27         0.0056
nand4_1          27         0.0070
clkbuf_1        122          0.019
edfxtp_1        395           0.49
and2_1          143          0.037
o21a_1           45          0.014
nor4_1           33         0.0086
inv_1            30         0.0047
o211ai_1         50          0.016
mux2_2           35          0.016
or4_1            51          0.016
mux2i_1          50          0.021
nand3_1          95          0.020
dfxtp_1          48          0.040
nor2_1          166          0.026
a32oi_1          48          0.018
-- through the flow --
stage / hold WS, ps / instance area, um2
after CTS: 445.8 / 29570
after floorplan: 419.4 / 24020
final: 442.1 / 29580
after detailed placement: 437.8 / 27940
after global placement: 436.6 / 27940
after global routing: 456.3 / 29570
-- final timing paths --
check | to | slack, ps | startpoint
max reg2reg | in_Aid[4][2] | 8430 | ID[5][2]
min in group asynchronous | CNT[6] | 2430 | reset
max | Mask[1][7] | 8080 | out_Aid_all[11]
min reg2reg | state[1] | 440 | work_finished
min | state[1] | 440 | work_finished
max in group asynchronous | state[3] | 8590 | reset
-- sequential cells by signal (all words and copies together) (netlist names), 40 cells and up --
| name | count |
|---|---|
| CNT | 48 |
| Code | 48 |
| HC | 48 |
| ID | 48 |
| M | 48 |
| Mask | 48 |
| Pointer | 48 |
| in_CNT | 48 |
| in_Aid | 40 |
-- layout make-up --
class	instances	area (um2)
Sequential cell	497	14180
Timing Repair Buffer	374	3674
Antenna cell	3	7.507
Clock buffer	76	1483
Tap cell	607	759.5
Multi-Input combinational cell	1361	9204
Fill cell	3489	17370
Inverter	31	123.9
Clock inverter	19	151.4
-- logic make-up (layout without fill, tap and decap cells) --
family,Yosys count,after routing,synth area share
AND/OR/NAND/NOR,807,807,0.1804
flip-flops,497,497,0.5902
AND-OR/OR-AND,240,240,0.07434
XOR/XNOR,200,200,0.07294
buffers and inverters,175,500,0.03022
multiplexers,85,85,0.03725
adder cells (fa/ha/maj),27,27,0.01438
other,2,5,0.0003127
-- power breakdown --
part | total (W) | internal (W) | switching [W]
logic | 0.000912 | 0.000453 | 0.000459
clock network | 0.00148 | 0.000860 | 0.000621
registers | 0.00227 | 0.00207 | 0.000200
-- layer usage --
layer	up-vias	wire, um
met5	-	60
met4	8	1112
met3	81	4931
met2	534	26720
met1	8040	25470
li1	8001	-
Power and IR drop assume default switching activity.
