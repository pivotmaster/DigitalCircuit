`design.v`:
```
`timescale 1ns/1ps
module ALU (
    input [2:0] opcode,
    input signed [15:0] rs_data,
    input signed [15:0] rt_data,
    input [4:0] immediate,
    output reg signed [15:0] ALU_out
);
reg signed [15:0] immediate_extened;
always @ (*) begin
    if (immediate[4] == 1'b1) begin
        immediate_extened[15:5] = 11'b11111111111;  
    end else begin
        immediate_extened[15:5] = 11'b00000000000;  
    end
    immediate_extened[4:0] = immediate[4:0];
end
always @ (*) begin
    case (opcode)
        3'b000: ALU_out = rs_data + rt_data;   
        3'b001: ALU_out = rs_data * rt_data;   
        3'b010: ALU_out = rs_data & rt_data;   
        3'b011: ALU_out = ~rs_data;            
        3'b100: begin                          
            if (rs_data >= 0)
                ALU_out = rs_data;
            else
                ALU_out = -rs_data;
        end
        3'b101: begin                          
            if (rt_data >= rs_data)
                ALU_out = rs_data;
            else
                ALU_out = rt_data;
        end
        3'b110: ALU_out = rs_data << immediate;   
        3'b111: ALU_out = rs_data + immediate_extened;   
    endcase
end
endmodule
```
`run.sh`:
```
#!/bin/bash
# OpenROAD 26Q1-2900-gdf79404cd8, Yosys 0.63+post, stock flow scripts
make -C /OpenROAD-flow-scripts/flow DESIGN_CONFIG=/design/flow/config.mk WORK_HOME=/design/flow/orfs finish
```
`config.mk`:
```
export PLATFORM = sky130hd
export DESIGN_NAME = ALU
export DESIGN_NICKNAME = ALU
export VERILOG_FILES = /design/flow/design.v
export SDC_FILE = /design/flow/constraint.sdc
export NUM_CORES = 4
export LEC_CHECK = 1
export CORE_UTILIZATION = 50
```
`constraint.sdc`:
```
current_design ALU

set clk_period 10.1
set clk_io_pct 0.2

create_clock -name clk0 -period $clk_period

set non_clock_inputs [all_inputs -no_clocks]
set_input_delay [expr $clk_period * $clk_io_pct] -clock clk0 $non_clock_inputs
set_output_delay [expr $clk_period * $clk_io_pct] -clock clk0 [all_outputs]
```
==> Slide: Implementation Results <==
Synthesis and Place & Route Summary

Final layout
  • Register area: 0 µm²
  • Share of layout cells above drive strength 1: 0.117
  • Fin area: around 8900 µm²
  • Area Growth Syn to Fin: 19.5%
  • Final core occ: 0.610
  • Flop count: 0
  • Fin cells: around 1.3k
  • Clock tree buffer count of the final layout: 0

Drt
  • Initial DRC Count: between 300 and 400
  • Vias per cell: between 5 and 6
  • Post-DRT Antenna Nets: 0
  • N_diodes: 0
  • Drt drc: 0
  • Detailed Routing Iterations Pass 1: 5
  • Detailed Route WL: ~25000 µm
  • Vias: 7065
  • DR WL/cell: approximately 20 µm

Timing
  • Setup violators final: 0
  • Worst slew margin: 0.465
  • Final worst-path cycle share: 0.975
  • RSZ-0062 raised after global routing: true
  • Worst Max-Slew Pin Slew: between 0.8 and 0.9 ns
  • Final worst setup slack: ~0.25 ns
  • Worst hold margin: between 5 and 6 ns
  • Setup TNS: 0 ns
  • Min Tclk post-route: 9.85 ns
  • FMAX: between 0.1 and 0.15 GHz
  • Final hold vios: 0
  • Final tally of max-slew violations: 0

Setup path
  • CP startpoint: rt_data[7]
  • Critical path type: in -> out
  • CP Capture Type: output pin
  • Max Fanout on Critical Path: 9
  • Worst EP arrival: a little under 8 ns
  • Critical path capture point: ALU_out[14]
  • Critical Path Start Type: input port
  • Worst EP required: approximately 8 ns

Logic synthesis
  • Synth cell types: approximately 66
  • Synth Seq Share: 0
  • YS chip area: 7420 µm²
  • Largest cells by area: fa_1 (22%), ha_1 (18%), inv_1 (7.5%)
  • Yosys top cell by area: fa_1
  • Gate Count Post-Synth: 976
  • Mean Syn Cell Area: ~7.6 µm²
  • Synth warn: 1
  • Cell Area, Synth: around 7400 µm²
  • Cells in synth_stat.txt: a little under 1k
  • Top cell area share: 0.216

GRT
  • Total global routing track utilization: 0.346
  • First-pass GRT wire length: ~38000 µm
  • Gr ovfl total: 0
  • Vias in the first global route: between 6k and 7k
  • Antenna violations before repair: 0
  • Largest net degree at the start of global routing: 25

Place
  • Post-DP Area: around 8700 µm²
  • Port bufs: between 50 and 60
  • Hpwl dp: roughly 21000 µm
  • Placed cells: 1244
  • GP Congestion: 1.07
  • Pre-CTS setup slack: -0.203 ns

Floorplan
  • FP Util: 0.511
  • Die Area: around 15000 µm²
  • FP Rows: approximately 44
  • Core box area: ~15000 µm²
  • Die y size: 124 µm
  • Die width: approximately 120 µm
  • IO Count: 56

Power
  • Post-route total power: around 1.7 mW
  • Pleak: 4.53 nW
  • Worst IR Drop VDD: 0.374 mV
  • Pwr Density: ~190 nW/µm²

Clocking
  • Hold_buf cts: 0

Run
  • Max-cap violation count: 0
  • OpenROAD warning count: a little under 50

Min path
  • Worst min-delay path class: in -> out

Run status
  • Status: finished, final reports clean
cells by family after synthesis:
kind of cell	Yosys count	synth area share
simple gates	288	0.179
xor+xnor	60	0.0727
fa+ha+maj	190	0.401
mux	54	0.0767
compound gates	177	0.165
buf+inv	207	0.106
routing by layer:
metal / part of all wire / vias to the layer above / GRT usage
met5: 0 / - / 0
met4: 0.033 / 0 / 0.105
met3: 0.086 / 50 / 0.101
met2: 0.44 / 258 / 0.530
met1: 0.44 / 3321 / 0.479
li1: - / 3436 / -
cell usage in the layout, fill, tap and decap left out, drive strengths merged, types with 12 or more instances in the layout:
cell type,count
inv,153
nand2,130
ha,109
buf,90
fa,80
nor2,59
and2,47
xnor2,47
mux2i,40
clkdlybuf4s50,39
o21ai,38
a21oi,35
o211ai,14
mux2,13
a21o,12
xor2,12
dlymetal6s2s,12
worst max-delay path, cell delays in order:
cell,delay [ns]
clkdlybuf4s50_1,0.48
buf_6,0.15
ha_2,0.19
inv_1,0.06
fa_1,0.48
fa_1,0.52
inv_1,0.06
fa_1,0.48
fa_1,0.49
inv_1,0.05
fa_1,0.46
fa_2,0.53
inv_1,0.06
ha_4,0.23
nand2b_1,0.10
o22ai_2,0.13
nand2_1,0.09
o21ai_0,0.10
a221oi_1,0.32
o2111ai_1,0.17
a211o_1,0.25
clkdlybuf4s50_1,0.40
repair_timing:
item,in CTS,in global routing
endpoints found under the setup margin,4,6
buffers inserted,2,5
gates resized,8,29
gates cloned,0,3
pin swaps,5,18
hold endpoints to repair,0,0
cell usage after synthesis, drive strengths merged (9+ instances only):
master and n:
o21ai 38, a21o 12, ha 109, o211ai 14, nand2 130, nor2 59, a21oi 35, mux2 13
nand3 10, clkbuf 42, xor2 12, fa 80, a221oi 10, buf 11, inv 153, xnor2 47
and2 47, nor3 10, a211oi 9, mux2i 40
layout make-up:
class / instances / area, µm²
well taps: 184 / 230
repair buffers: 147 / 1350
inverters: 154 / 578
fillers: 1371 / 5660
multi-input cells: 769 / 6710
how the worst min path moves through the flow:
stage              start          to  slack, ns  depth (start not counted)
finish        rt_data[4]  ALU_out[4]       5.04                          5
global route  rt_data[4]  ALU_out[4]       5.08                          5
CTS           rt_data[4]  ALU_out[4]       5.24                          5
power breakdown:
group / internal, mW / total [mW] / switching, mW
registers: 0 / 0 / 0
logic: 0.826 / 1.72 / 0.894
clock network: 0 / 0 / 0
Power and IR drop assume default switching activity.
