$ cat design.v
module P_MUL(
	in_1,
	in_2,
	in_3,
	in_valid,
	rst_n,
	clk,
    out_valid,
	out
);
input [46:0] in_1, in_2;
input [47:0] in_3;
input in_valid, rst_n, clk;
output reg out_valid;
output reg [95:0] out;
reg [23:0] A1, A2, B1, B2;
reg [95:0] A1B1, A1B2, A2B1, A2B2;
reg out_start;
integer i;
always @(posedge clk or negedge rst_n) begin
	if (!rst_n) begin
		i <= 0;
		out <= 0;
		out_valid <= 0;
		out_start <= 0;
	end else  begin
		if(i != 5)
			i <= i+1;
		else
			out_start <= 1;
		{A1, A2} <= in_1 + in_2;
		{B1, B2} <= in_3;
		A1B1 <= ((A1 * B1) << 48);
		A1B2 <= ((A1 * B2) << 24);
		A2B1 <= ((A2 * B1) << 24);
		A2B2 <= (A2 * B2);
		out <= A1B1 + A1B2 + A2B1 + A2B2;
		out_valid <= out_start;
	end
end
endmodule
$ cat run.sh
#!/bin/bash
# OpenROAD 26Q1-2900-gdf79404cd8, Yosys 0.63+post, stock flow scripts
make -C /OpenROAD-flow-scripts/flow DESIGN_CONFIG=/design/flow/config.mk WORK_HOME=/design/flow/orfs finish
$ cat config.mk
export PLATFORM = sky130hd
export DESIGN_NAME = P_MUL
export DESIGN_NICKNAME = P_MUL
export VERILOG_FILES = /design/flow/design.v
export SDC_FILE = /design/flow/constraint.sdc
export NUM_CORES = 4
export LEC_CHECK = 1
export CORE_UTILIZATION = 40
$ cat constraint.sdc
current_design P_MUL

set clk_period 14.8
set clk_io_pct 0.2

create_clock -name clk0 -period $clk_period [get_ports {clk}]

set non_clock_inputs [all_inputs -no_clocks]
set_input_delay [expr $clk_period * $clk_io_pct] -clock clk0 $non_clock_inputs
set_output_delay [expr $clk_period * $clk_io_pct] -clock clk0 [all_outputs]
==> changes_impl.md <==
### Implementation results

* Outcome: complete, no violations
* Post-cts gate resize count at 0
* Clock-pin slew reported for the worst setup and hold paths after clock tree synthesis at 0.07 ns
* Wl on met1 at 100900 um
* Number of buffers inserted during clock tree synthesis at 54
* Distinct cells, synth at 71
* Pins over their slew limit at 0
* Die Outline Area at 0.2386 sq mm
* Classification of the worst-slack hold path: reg -> reg
* Fin. Hold Viols at 0
* Critical path data arrival time at 9.24 ns
* Gp weighted congestion at 0.9560
* Library cell used as clock root buffer: clkbuf_16
* Layout cells sized above 1 at 0.02978
* Min Hold Slack at 0.3474 ns
* Number of rows created at floorplan at 178
* Post-CTS Repair Setup Buffers at 0
* Synthesis Warnings at 1
* Number of standard cells reported by yosys at 10060
* Final count of negative-setup-slack endpoints at 0
* # port buffers at 240
* Largest driver fanout on the critical path at 36
* Tool Warnings at 30
* Pin count of the biggest net entering global routing at 118
* Routed length on met2 at 106400 um
* Critical path class: reg -> reg
* H-tree depth at 2
* Max frequency at 113.1 MHz
* Unrepaired setup endpoints after global routing: false
* Proportion of netlist area held by the largest area contributor at 0.4182
* First-pass detailed-route iteration total at 8
* Gate Count Post-Synth at 10060
* Top routing layer used: met5
* Average size of a mapped cell at 9.415 sq um
* Clock latency of the later-clocked register in the worst-skew pair at 0.72 ns
* Share of async-settable or async-resettable flops after synthesis at 0.3110
* Number of global-route vias before repair at 72110
* DR iter-0 viols at 3022
* Clock Skews at 0.07066 ns
* Worst Max-Slew Pin Slew at 1.139 ns
* Area figure in the yosys stat output at 0.09468 sq mm
* CTS tree: done
* Number of hold buffers added after CTS at 0
* Core area at 0.2352 sq mm
* Global-route wire length before repair at 407000 um
* Met3 WL post-DR at 38880 um
* Final period util at 0.5972
* Routed length per instance at 19.07 um
* Count of unresolved DRC violations after routing at 0
* Vias at 65900
* Post-synth top area cell: fa_1
* Height of the die at 488.5 um
* Combined area of all synthesized cells at 0.09468 sq mm
* Critical path launch point type: flip-flop
* DP HPWL at 195800 um
* Min Clock Period, post-route at 8.838 ns
* Initial antenna violation count at 8
* Mean number of vias per cell at 4.994
* Slew HR at 0.2352
* Post-route antenna net violation count at 0
* Synth-to-layout area growth at 7.979%
* Final TNS setup at 0 ns
* CP Capture Type: flip-flop
* Init Core Util at 0.4026
* Total global-route track usage at 0.2362
* Part of the Yosys area used for sequential elements at 0.1257
* Top flip-flop cell by instance count after synthesis: edfxtp_1
* Most frequent cell after synthesis: inv_1
* Longest Clk Path Bufs at 3
* Die width at 488.5 um
* Clock Sink Count at 418
* Top post-synthesis cells by count: inv_1 (2254), fa_1 (1978), nand2_1 (1334)
* Data required, critical path at 15.20 ns
* Largest cells by area: fa_1 (42%), ha_1 (10%), edfxtp_1 (9.1%)
* Max-Cap Viols at 0
* Post-detailed-routing wire length at 251600 um
* IO Count at 242
* Post-synth tally of flip-flops with integrated enable at 288
* Grt total ovfl at 0
* Flop and latch count out of synthesis at 418
[critical path, stage by stage (launching register included)]
cell	delay, ns
edfxtp_1	0.33
buf_4	0.28
buf_4	0.51
nand2_1	0.16
fa_1	0.57
inv_1	0.05
fa_1	0.48
inv_1	0.06
fa_1	0.52
inv_1	0.05
fa_1	0.41
fa_1	0.47
fa_1	0.54
inv_1	0.05
fa_1	0.47
inv_1	0.04
ha_1	0.36
and4_1	0.25
nor2b_1	0.14
o311ai_0	0.11
a2bb2oi_1	0.66
a211oi_1	0.18
buf_4	0.21
o31ai_1	0.25
a21oi_1	0.13
o21ai_0	0.39
a31oi_1	0.20
xnor2_1	0.62
[stage by stage]
stage | instance area, sq um | instances | util | setup WS (ns)
floorplan | 94680 | 10060 | - | 7.611
global placement | 100400 | 13090 | 0.4270 | 6.080
detailed placement | 100400 | 13090 | 0.4270 | 6.015
CTS | 102200 | 13190 | 0.4346 | 5.976
global route | 102200 | 13190 | 0.4347 | 5.416
finish | 102200 | 13200 | 0.4347 | 5.962
[logic make-up (layout without fill, tap and decap cells)]
group / count (synthesis) / count (layout) / share of synthesized area
compound gates: 818 / 818 / 0.05582
mux: 2 / 2 / 0.0002115
xor+xnor: 318 / 318 / 0.02942
fa+ha+maj: 2771 / 2771 / 0.5230
other cells: 0 / 5 / 0
buf+inv: 2792 / 2776 / 0.1109
flops: 418 / 418 / 0.1257
simple gates: 2937 / 2937 / 0.1549
[placed cells by master, fill, tap and decap left out, drive strengths merged, types with 47 or more instances in the layout]
cell type	instances
o21ai	118
fa	1978
a21o	169
nand2	1334
a21oi	271
nor2	142
xnor2	211
ha	793
clkdlybuf4s50	239
clkbuf	72
dfrtp	130
xor2	107
buf	182
inv	2260
nand4	55
edfxtp	288
o21bai	47
nand3	58
and2	1153
[final timing paths]
check                         start       end  slack, ns  depth (start not counted)
max                           B2[3]  A1B2[71]       5.96                         27
min                        A2B2[15]   out[15]       0.35                          0
max reg2reg                   B2[3]  A1B2[71]       5.96                         27
min reg2reg                A2B2[15]   out[15]       0.35                          0
max in group asynchronous     rst_n   out[87]      10.24                          4
min in group asynchronous     rst_n   out[26]       2.29                          1
[state kept, by name, indices dropped and copies added, names as in the netlist]
signal	cells
out	96
A1B1	48
A1B2	48
A2B1	48
A2B2	48
i	32
A1	24
A2	24
B1	24
B2	24
out_start	1
out_valid	1
[area by class of cell]
type / count / area (sq um)
clock inverter: 29 / 332.8
timing repair buffer: 421 / 3841
clock buffer: 72 / 1460
tap: 3150 / 3941
sequential: 418 / 11900
inverter: 2254 / 8461
multi-input combinational: 6846 / 72280
antenna: 5 / 12.51
fill: 21980 / 133000
[layer usage]
| layer | track usage | up-vias |
|---|---|---|
| met4 | 0.03664 | 14 |
| met2 | 0.3296 | 2902 |
| li1 | - | 29930 |
| met5 | 0.01653 | - |
| met3 | 0.1520 | 318 |
| met1 | 0.3230 | 32740 |
