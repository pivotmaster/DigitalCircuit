==> design.v <==
module CNN(
    input                           clk,
    input                           rst_n,
    input                           in_valid,
    input      signed   [15:0]      in_data,
    input                           opt,
    output reg                      out_valid, 
    output reg signed   [15:0]      out_data	
);
reg signed [15:0] ifmap_Buffer[0:5][0:5];   
reg signed [15:0] kernel_Buffer[0:8];  
reg [5:0] count;
reg [2:0] state, next_state;
reg signed [15:0] conv_layer[0:15];
reg signed [15:0] relu_layer[0:15];
reg opt_reg;
genvar i;
parameter IDLE = 'd0;
parameter READ = 'd1;
parameter CAL  = 'd2;
parameter OUT  = 'd3;
always @(posedge clk or negedge rst_n) begin
    if(!rst_n)begin
        state <= IDLE;
    end
    else begin
        state <= next_state;
    end 
end
always @(*) begin
    case(state)
        IDLE:begin
            if(in_valid)begin
                next_state <= READ;
            end
            else begin
                next_state <= IDLE;
            end
        end
        READ:begin
            if(count == 'd44)begin
                next_state <= CAL;
            end
            else begin
                next_state <= READ;
            end
        end
        CAL:begin
            if(count == 'd16)begin
                next_state <= OUT;
            end
            else begin
                next_state <= CAL;
            end
        end
        OUT:begin
            if(count == 'd3)begin
                next_state <= IDLE;
            end
            else begin
                next_state <= OUT;
            end
        end
        default : next_state <= IDLE;
    endcase
end
always @(posedge clk) begin
    if(in_valid && count == 0)begin
        opt_reg <= opt;
    end
end
always@(posedge clk) begin
	if(in_valid && (count < 36 && count >= 0))begin
        ifmap_Buffer[count/6][count%6] <= in_data;
    end
end
always@(posedge clk) begin
    if(in_valid && (count < 45 && count >= 36))begin
        kernel_Buffer[count - 'd36] <= in_data;
    end
end
always@(posedge clk or negedge rst_n) begin
	if(!rst_n) begin
		count <= 'd0;
	end
    else if(count == 'd44 && state == READ) begin
		count <= 'd0;
	end 
	else if(in_valid) begin
		count <= count + 'd1;
	end 
	else if(count == 'd16 && state == CAL) begin
		count <= 'd0;
	end
    else if(count == 'd3 && state == OUT) begin
		count <= 'd0;
	end  
    else if(state == CAL || state == OUT) begin
		count <= count + 'd1;
	end                  
	else begin
		count <= count;
	end 
end
wire [2:0] row = count[4:2];
wire [2:0] col = count[1:0];
always@(posedge clk) begin
    if(count < 16 && state == CAL)begin
        conv_layer[count] <= ifmap_Buffer[row  ][col  ] * kernel_Buffer[0] +
                             ifmap_Buffer[row  ][col+1] * kernel_Buffer[1] +
                             ifmap_Buffer[row  ][col+2] * kernel_Buffer[2] +
                             ifmap_Buffer[row+1][col  ] * kernel_Buffer[3] +
                             ifmap_Buffer[row+1][col+1] * kernel_Buffer[4] +
                             ifmap_Buffer[row+1][col+2] * kernel_Buffer[5] +
                             ifmap_Buffer[row+2][col  ] * kernel_Buffer[6] +
                             ifmap_Buffer[row+2][col+1] * kernel_Buffer[7] +
                             ifmap_Buffer[row+2][col+2] * kernel_Buffer[8] ;
    end
end
generate
for(i = 0; i < 16; i = i + 1)begin
    always @(posedge clk) begin
        if(!opt_reg)begin
            if(conv_layer[i][15])begin
                relu_layer[i] <= 0;
            end
            else begin
                relu_layer[i] <= conv_layer[i];      
            end
        end
        else begin
            relu_layer[i] <= conv_layer[i];
        end
    end
end
endgenerate
wire signed [15:0] maxpool_l1 [0:7];
wire signed [15:0] maxpool_l2 [0:3];
assign maxpool_l1[0] = (relu_layer[0]  > relu_layer[1])  ? relu_layer[0]  : relu_layer[1];
assign maxpool_l1[1] = (relu_layer[2]  > relu_layer[3])  ? relu_layer[2]  : relu_layer[3];
assign maxpool_l1[2] = (relu_layer[4]  > relu_layer[5])  ? relu_layer[4]  : relu_layer[5];
assign maxpool_l1[3] = (relu_layer[6]  > relu_layer[7])  ? relu_layer[6]  : relu_layer[7];
assign maxpool_l1[4] = (relu_layer[8]  > relu_layer[9])  ? relu_layer[8]  : relu_layer[9];
assign maxpool_l1[5] = (relu_layer[10] > relu_layer[11]) ? relu_layer[10] : relu_layer[11];
assign maxpool_l1[6] = (relu_layer[12] > relu_layer[13]) ? relu_layer[12] : relu_layer[13];
assign maxpool_l1[7] = (relu_layer[14] > relu_layer[15]) ? relu_layer[14] : relu_layer[15];
assign maxpool_l2[0] = (maxpool_l1[0] > maxpool_l1[2]) ? maxpool_l1[0] : maxpool_l1[2];
assign maxpool_l2[1] = (maxpool_l1[1] > maxpool_l1[3]) ? maxpool_l1[1] : maxpool_l1[3];
assign maxpool_l2[2] = (maxpool_l1[4] > maxpool_l1[6]) ? maxpool_l1[4] : maxpool_l1[6];
assign maxpool_l2[3] = (maxpool_l1[5] > maxpool_l1[7]) ? maxpool_l1[5] : maxpool_l1[7];
always@(posedge clk or negedge rst_n) begin
    if(!rst_n)begin
        out_valid <= 0;
    end
    else if(state == OUT)begin
        out_valid <= 1;
    end
    else begin
        out_valid <= 0;
    end
end
always@(posedge clk or negedge rst_n) begin
    if(!rst_n)begin
        out_data <= 0;
    end
    else if(state == OUT)begin
        out_data <= maxpool_l2[count];
    end
    else begin
        out_data <= 0;
    end
end
endmodule
==> run.sh <==
#!/bin/bash
# OpenROAD 26Q1-2900-gdf79404cd8, Yosys 0.63+post, stock flow scripts
make -C /OpenROAD-flow-scripts/flow DESIGN_CONFIG=/design/flow/config.mk WORK_HOME=/design/flow/orfs finish
==> config.mk <==
export PLATFORM = sky130hd
export DESIGN_NAME = CNN
export DESIGN_NICKNAME = CNN
export VERILOG_FILES = /design/flow/design.v
export SDC_FILE = /design/flow/constraint.sdc
export NUM_CORES = 4
export LEC_CHECK = 1
export CORE_UTILIZATION = 50
==> constraint.sdc <==
current_design CNN

set clk_period 68.8
set clk_io_pct 0.2

create_clock -name clk0 -period $clk_period [get_ports {clk}]

set non_clock_inputs [all_inputs -no_clocks]
set_input_delay [expr $clk_period * $clk_io_pct] -clock clk0 $non_clock_inputs
set_output_delay [expr $clk_period * $clk_io_pct] -clock clk0 [all_outputs]
==> results.sh <==
# implementation run metrics
export IMPL_critPathMostFrequentCell="fa_1"
export IMPL_path_delay_family="adder cells"
export IMPL_final_cells=11800
export IMPL_pin_count=37
export IMPL_slew_headroom=0.161
export IMPL_placementRows=170
export IMPL_worstSetupEndpointType="register"
export IMPL_areaGrowthSynthToFinish_pct=8.37
export IMPL_worst_slew_pin_slew_ns=1.22
export IMPL_status="finished, final reports clean"
export IMPL_grt_total_usage=0.406
export IMPL_portBuffers=36
export IMPL_cp_data_arrival_time_ns=16.70
export IMPL_die_height_um=467
export IMPL_yosysCellCount=8717
export IMPL_clock_path_buffers=3
export IMPL_min_path_type="register to register"
export IMPL_largest_register="ifmap_Buffer"
export IMPL_slew_violations=0
export IMPL_critPathLaunchType="register"
export IMPL_overflow=0
export IMPL_cts_root_buf="clkbuf_16"
export IMPL_finalCritPeriodShare=0.236
export IMPL_routed_wl_um=394000
export IMPL_clk_pin_slew_worst_paths_ns=0.06
export IMPL_yosys_area_um2=108000
export IMPL_drc=0
export IMPL_slowest_delay_ns=0.77
export IMPL_synthDistinctLibCells=95
export IMPL_hold_violations=0
export IMPL_path_class="register to register"
export IMPL_antenna_found_initial=21
export IMPL_edf_count=977
export IMPL_postCtsSetupBuffers=0
export IMPL_cts_buffers=133
export IMPL_ys_ff=1260
export IMPL_dieArea_um2=218000
export IMPL_setup_slack_ns=52.58
export IMPL_avgViaCountPerCell=6.15
export IMPL_drive_gt1_frac=0.175
export IMPL_ant_nets=0
export IMPL_warning_count=48
export IMPL_tritoncts="yes"
export IMPL_synth_seq_area_share=0.325
export IMPL_syn_inst=8717
export IMPL_async_flop_share=0.0214
export IMPL_crit_fanout=45
export IMPL_clock_fmax_mhz=61.7
export IMPL_finalSetupTns_ns=0
export IMPL_htreeDepth=4
export IMPL_cp_slowest_cell="dfrtp_4"
export IMPL_skew_ns=0.0454
export IMPL_synth_cell_area_um2=108000
export IMPL_rsz0062_at_grt="false"
export IMPL_hold_buffers=0
export IMPL_grt_pass1_wl_um=560000
export IMPL_layout_min_cycle_time_ns=16.22
export IMPL_dp_slack_ns=52.43
export IMPL_largest_register_ffs=576
export IMPL_gp_congestion=1.04
export IMPL_avgSynthCellArea_um2=12.4
export IMPL_top_regs="ifmap_Buffer x576, conv_layer x256, relu_layer x256"
export IMPL_grt_start_max_net_pins=95
export IMPL_fp_util=0.503
export IMPL_fill_cells=17600
export IMPL_insertion_delay_ns=0.82
export IMPL_placed_cells=11500
export IMPL_setup_viol=0
export IMPL_crit_buf_inv=13
export IMPL_synthFlopType="edfxtp_1"
export IMPL_drtPass1Iterations=8
export IMPL_ys_warn_count=2
export IMPL_cts_sinks=1260
export IMPL_grt_pass1_vias=76200
export IMPL_cp_data_required_time_ns=69.29
export IMPL_hpwl_um=309000
export IMPL_cts_repair_resized=0
export IMPL_maxCapViolCount=0
export IMPL_avgRoutedWirePerCell_um=33.5
export IMPL_whs_ns=0.421
export IMPL_core_um2=215000
export IMPL_drt_first_iter_violations=4872
export IMPL_vias=72400
export IMPL_die_width_um=467
## layer usage
metal  vias to the layer above  track usage  share of wire
met3                       916        0.299           0.18
met1                     36100        0.509           0.33
li1                      30700            -              -
met4                        70        0.194          0.064
met5                         -        0.135         0.0098
met2                      4566        0.526           0.42
## cell type report
class | instances | area, µm² | share of cell area
clock buffers | 168 | 3590 | 0.0306
well taps | 2838 | 3550 | 0.0303
clock inverters | 75 | 933 | 0.00797
flip-flops and latches | 1260 | 35100 | 0.300
multi-input cells | 5868 | 66600 | 0.569
inverters | 1154 | 4330 | 0.0370
diodes | 29 | 72.6 | 0.000619
repair buffers | 383 | 2910 | 0.0248
## path summary, 6_finish.rpt
path / to / cells after the start / slack [ns] / start
setup / recovery: conv_layer[8][15]$_DFFE_PP_ / 41 / 52.58 / count[0]$_DFFE_PN0P_
hold / removal: relu_layer[5][0]$_DFF_P_ / 1 / 0.42 / conv_layer[5][0]$_DFFE_PP_
setup reg to reg: conv_layer[8][15]$_DFFE_PP_ / 41 / 52.58 / count[0]$_DFFE_PN0P_
hold reg to reg: relu_layer[5][0]$_DFF_P_ / 1 / 0.42 / conv_layer[5][0]$_DFFE_PP_
max in group asynchronous: count[0]$_DFFE_PN0P_ / 2 / 55.47 / rst_n
min in group asynchronous: out_data[3]$_DFF_PN0_ / 2 / 12.97 / rst_n
## stage by stage
step,area (µm²),utilization
after floorplan,108000,-
after global placement,113000,0.524
after detailed placement,113000,0.524
after CTS,117000,0.545
after global routing,117000,0.545
final,117000,0.545
## synth_stat cells (52+ instances only)
master / number / area, µm²
a21oi_1: 126 / 631
a22oi_1: 72 / 541
and2_1: 653 / 4090
and3_1: 62 / 388
clkbuf_1: 251 / 942
dfxtp_1: 256 / 5120
edfxtp_1: 977 / 29300
fa_1: 919 / 18400
ha_1: 668 / 8360
inv_1: 1153 / 4330
mux2i_1: 174 / 1740
mux4_2: 767 / 17300
nand2_1: 929 / 3490
nand2b_1: 52 / 325
nand3_1: 64 / 320
nand4_1: 53 / 332
nor2_1: 237 / 890
nor2b_1: 89 / 557
o21a_1: 87 / 653
o21ai_0: 83 / 415
xnor2_1: 264 / 2310
xor2_1: 58 / 508
## kinds of logic (layout without fill, tap and decap cells)
family | Yosys count | count (layout) | synth area share
and+or+nand+nor | 2252 | 2252 | 0.102
buffers and inverters | 1589 | 1780 | 0.0632
adders and majority gates | 1587 | 1587 | 0.247
DFF | 1260 | 1260 | 0.325
muxes | 1017 | 1017 | 0.188
AOI/OAI and AO/OA | 667 | 667 | 0.0436
xor gates and xnor gates | 345 | 345 | 0.0307
other | 0 | 29 | 0
## cells in the final DEF, fill, tap and decap left out, drive strengths merged, types with 168 or more instances in the layout
cell type,count
ha,668
dfxtp,256
mux4,796
mux2i,175
fa,919
clkbuf,168
nand2,930
edfxtp,977
inv,1168
and2,654
buf,363
xnor2,265
nor2,242
